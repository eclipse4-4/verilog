**config.mk**
```make
export PLATFORM = sky130hd
export DESIGN_NAME = syc_FIFO
export DESIGN_NICKNAME = syc_FIFO
export VERILOG_FILES = /design/flow/design.v
export SDC_FILE = /design/flow/constraint.sdc
export NUM_CORES = 4
export LEC_CHECK = 1
export CORE_UTILIZATION = 30
```
**constraint.sdc**
```tcl
current_design syc_FIFO

set clk_period 4.9
set clk_io_pct 0.2

create_clock -name clk0 -period $clk_period [get_ports {clk}]

set non_clock_inputs [all_inputs -no_clocks]
set_input_delay [expr $clk_period * $clk_io_pct] -clock clk0 $non_clock_inputs
set_output_delay [expr $clk_period * $clk_io_pct] -clock clk0 [all_outputs]
```
**design.v**
```verilog
module syc_FIFO #(
    parameter DATA_WIDTH = 32,
    parameter DEPTH      = 8
)(
    input                       wr_en,
    input                       rd_en,
    input      [DATA_WIDTH-1:0] wr_data,
    input                       clk,
    input                       rstb,
    output reg [DATA_WIDTH-1:0] rd_data,
    output wire                 full,
    output wire                 empty
);
    localparam ADDR_WIDTH = $clog2(DEPTH);
    localparam PTR_WIDTH  = ADDR_WIDTH + 1;
    reg  [DATA_WIDTH-1:0] memory[DEPTH-1:0];
    reg  [PTR_WIDTH-1:0]  wr_ptr, rd_ptr;
    wire [DATA_WIDTH-1:0] rd_data_from_mem;  
    assign full  = (wr_ptr[ADDR_WIDTH-1:0] == rd_ptr[ADDR_WIDTH-1:0]) &&
                   (wr_ptr[PTR_WIDTH-1]  != rd_ptr[PTR_WIDTH-1]);
    assign empty = (wr_ptr == rd_ptr);
    always @(posedge clk , negedge rstb) begin
        if (!rstb) begin
            wr_ptr <= 0;
        end else begin
            if (wr_en && !full) begin
                memory[wr_ptr[ADDR_WIDTH-1:0]] <= wr_data;  
                wr_ptr <= wr_ptr + 1;
            end
        end
    end
    assign rd_data_from_mem = memory[rd_ptr[ADDR_WIDTH-1:0]];
    always @(posedge clk or negedge rstb) begin
        if (!rstb) begin
            rd_ptr  <= 0;
            rd_data <= 0;
        end else begin
            if (rd_en && !empty) begin
                rd_ptr  <= rd_ptr + 1;
                rd_data <= rd_data_from_mem;
            end
        end
    end
endmodule
```
**run.sh**
```bash
#!/bin/bash
# OpenROAD 26Q1-2900-gdf79404cd8, Yosys 0.63+post, stock flow scripts
make -C /OpenROAD-flow-scripts/flow DESIGN_CONFIG=/design/flow/config.mk WORK_HOME=/design/flow/orfs finish
```
==> results.py <==
# Metrics from the implementation run
metrics = {
    "timing": {
        "finalSetupViolCount": 0,
        "rsz0062_at_grt": "false",
        "relSlewSlack_pct": 55.91,
        "fin_skew_ps": 16.15,
        "tightest_slew_ps": 659.1,
        "fin_tns_setup_ps": 0,
        "report.final.slew_viol_count": 0,
        "fin_crit_sh_pct": 67.58,
        "max_freq_mhz": 302.0,
        "hold_violations": 0,
        "period_needed_ps": 3311,
    },
    "clock_tree": {
        "cts_resized": 0,
        "hold_buffers": 0,
        "clockBufferDepth": 3,
        "post_cts_buffers": 0,
        "cts_root_buffer": "clkbuf_16",
        "cts.htree.levels": 1,
        "clkSinkCount": 296,
        "numCtsBuffers": 29,
        "path_clk_slew_ps": 60,
        "clk_latency_ps": 550,
        "cts_tree": "yes",
    },
    "routing": {
        "wirelength_um": 24130,
        "num_vias": 6152,
        "ant_nets": 0,
        "viasPerCell": 4.981,
        "drc": 0,
        "firstDrtPassIters": 5,
        "antenna_cells": 0,
        "wl_per_cell_um": 19.54,
        "detail_route.iter0.violations": 527,
    },
    "logic_synthesis": {
        "ys_cells": 670,
        "synth_top_flop_cell": "edfxtp_1",
        "ys_types": 36,
        "ys_seq_share_pct": 78.52,
        "yosysTopAreaCellShare_pct": 69.47,
        "yosysWarningCount": 2,
        "yosys_area_sq_um": 11070,
        "edf_count": 256,
        "ys_seq_elements": 296,
        "async_reset_ff_share_pct": 13.51,
        "syn_area_per_cell_sq_um": 16.52,
        "netlist_area_sq_um": 11070,
        "synth.largest_area_cell": "edfxtp_1",
        "area_leaders": "edfxtp_1 69%, dfrtp_1 9.0%, a222oi_1 2.4%",
        "syn_inst": 670,
    },
    "die": {
        "die_w_um": 194.1,
        "row_count": 69,
        "die_h_um": 194.1,
        "fp_util_pct": 30.81,
        "core_sq_um": 35910,
        "io-pin-count": 70,
        "chipArea_sq_um": 37660,
    },
    "power_and_ir_drop": {
        "swShare_pct": 30.27,
        "internal-power_uw": 5548,
        "power_frac_clock_pct": 30.6,
        "powerDensity_nw_per_um2": 594.1,
        "p_switching_uw": 2408,
        "fin_total_pwr_uw": 7957,
        "max-vdd-ir-drop_mv": 0.2713,
        "seqPwrFrac_pct": 41.1,
        "power.share.combinational_pct": 28.3,
        "p_leak_uw": 0.004491,
    },
    "grt": {
        "grt_max_degree": 41,
        "gr-usage-met2_pct": 20.33,
        "top_usage_layer": "met2",
        "grt_overflow": 0,
        "grt_use_met1_pct": 20.22,
        "grt_util_all_layers_pct": 13.76,
        "grt_pass1_vias": 6356,
        "grt_use_met3_pct": 6.331,
        "antenna_found_initial": 0,
        "grt_pass1_wl_um": 37450,
    },
    "setup_path": {
        "crit_arrival_ps": 2330,
        "slowest_stage": "clkdlybuf4s50_1",
        "cp_num_buf_inv": 1,
        "r2r.worst_path.cells": 8,
        "cp_num_cells": 4,
        "crit_chain": "xor2_1 > or2_2 > nor3_1 > clkdlybuf4s50_1",
        "critPathMaxStageDelay_ps": 480,
        "reg2reg_slack_ps": 1930,
        "worst-setup-path-type": "flip-flop to primary output",
        "crit_path_max_fanout": 5,
        "crit_family": "simple AND/OR/NAND/NOR gates",
        "required_ps": 3920,
        "endpoint_kind": "primary output",
        "critPathLaunchType": "flip-flop",
    },
    "final_layout": {
        "regArea_sq_um": 8690,
        "layout-area-overhead-vs-synth_pct": 21.03,
        "lay_top_count": "edfxtp_1",
        "layout_top_cells": "256 x edfxtp_1, 68 x clkdlybuf4s50_1, 66 x nand2_1",
        "drive_gt1_share_pct": 10.47,
        "nFillCells": 3328,
        "final-comb-area_sq_um": 2180,
    },
    "worst_hold_path": {
        "hp-class": "flip-flop to flip-flop",
        "holdPathStages": 2,
    },
    "placed_design": {
        "hpwlAfterDp_um": 14360,
        "io_buffers": 69,
        "gp_congestion": 0.7853,
    },
    "job": {
        "drv_cap": 0,
        "warning_count": 33,
    },
    "run_status": {
        "status": "finished clean",
    },
}
final timing paths:
path | start | endpoint
setup / recovery | wr_ptr[0] | empty
hold / removal | rd_data[25] | rd_data[25]
setup reg to reg | rd_ptr[1] | rd_data[20]
hold reg to reg | rd_data[25] | rd_data[25]
max in group asynchronous | rstb | rd_ptr[2]
min in group asynchronous | rstb | rd_data[27]
cells in the mapped netlist (all sizes together), types with 2 or more instances:
| cell type | instances |
|---|---|
| xnor2 | 3 |
| clkbuf | 26 |
| a221o | 20 |
| o21ai | 2 |
| a31oi | 5 |
| a21oi | 11 |
| nor4 | 2 |
| xor2 | 6 |
| ha | 12 |
| and3 | 6 |
| a22oi | 31 |
| o41ai | 2 |
| or2 | 2 |
| inv | 6 |
| a22o | 6 |
| nor4bb | 7 |
| nor2 | 42 |
| edfxtp | 256 |
| a2111oi | 4 |
| dfrtp | 40 |
| and2 | 2 |
| nor3 | 2 |
| buf | 17 |
| nand2 | 66 |
| nand3 | 27 |
| a222oi | 27 |
| o31ai | 31 |
| mux2 | 4 |
kinds of logic (layout without fill, tap and decap cells):
group,count (synthesis),after routing,share of synthesized area [%]
adder cells (fa/ha/maj),12,12,1.357
multiplexers,4,4,0.4070
AND/OR/NAND/NOR,159,159,6.456
XOR/XNOR,9,9,0.7124
buffers and inverters,50,154,1.866
AND-OR/OR-AND,140,140,10.69
flip-flops,296,296,78.52
stage by stage:
step	hold slack, ps	utilization (%)	setup slack [ps]	instance area (sq um)	instances
final	475.3	37.29	1589	13390	1235
after global routing	507.2	37.29	1497	13390	1235
after CTS	482.7	37.29	1575	13390	1235
after detailed placement	469.4	34.35	1935	12340	1181
after global placement	465.7	34.35	1940	12340	1181
after floorplan	424.1	-	2319	11070	670
worst min-delay path: stages (launching register included):
cell	delay, ps
dfrtp_1	340
nand2_1	50
o31ai_1	50
sequential cells by signal, summed over array words and instances (netlist names):
| name | flops |
|---|---|
| wr_ptr | 4 |
| rd_data | 32 |
| memory | 256 |
| rd_ptr | 4 |
area by class of cell:
type / instances / share of cell area, %
flip-flops and latches: 296 / 64.88
multi-input cells: 324 / 16.27
repair buffers: 93 / 6.465
clock buffers: 37 / 5.643
well taps: 461 / 4.307
clock inverters: 17 / 2.233
inverters: 7 / 0.1962
routing by layer:
metal	vias to the layer above	wire length (um)
met5	-	0
met4	0	310
met3	23	2522
met2	260	11010
met1	3035	10280
li1	2834	-
power by group through the flow:
stage         Clock (uW)  Combinational, uW  Sequential [uW]
finish              2430               2250             3270
CTS                 2480               2300             3280
global route        2580               2500             3310
Power and IR drop assume default switching activity.
